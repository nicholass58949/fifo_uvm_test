<file path="flow/run.sh">
#!/bin/bash
# OpenROAD 26Q1-2900-gdf79404cd8, Yosys 0.63+post, stock flow scripts
make -C /OpenROAD-flow-scripts/flow DESIGN_CONFIG=/design/flow/config.mk WORK_HOME=/design/flow/orfs finish
</file>
<file path="flow/constraint.sdc">
current_design async_fifo

set clk_period 3.0
set clk_io_pct 0.2

create_clock -name clk0 -period $clk_period [get_ports {rd_clk}]
create_clock -name clk1 -period $clk_period [get_ports {wr_clk}]

set non_clock_inputs [all_inputs -no_clocks]
set_input_delay [expr $clk_period * $clk_io_pct] -clock clk0 $non_clock_inputs
set_output_delay [expr $clk_period * $clk_io_pct] -clock clk0 [all_outputs]
</file>
<file path="flow/design.v">
module async_fifo #(
    parameter DATA_WIDTH = 8,
    parameter ADDR_WIDTH = 4    
)(
    input  logic                   wr_clk,
    input  logic                   wr_rst_n,
    input  logic                   wr_en,
    input  logic [DATA_WIDTH-1:0]  wr_data,
    output logic                   full,
    input  logic                   rd_clk,
    input  logic                   rd_rst_n,
    input  logic                   rd_en,
    output logic [DATA_WIDTH-1:0]  rd_data,
    output logic                   empty
);
    localparam FIFO_DEPTH = 1 << ADDR_WIDTH;
    logic [DATA_WIDTH-1:0] mem [0:FIFO_DEPTH-1];
    logic [ADDR_WIDTH:0] wr_ptr_bin;
    logic [ADDR_WIDTH:0] wr_ptr_gray;
    logic [ADDR_WIDTH:0] wr_ptr_gray_sync1, wr_ptr_gray_sync2;
    logic [ADDR_WIDTH:0] rd_ptr_bin;
    logic [ADDR_WIDTH:0] rd_ptr_gray;
    logic [ADDR_WIDTH:0] rd_ptr_gray_sync1, rd_ptr_gray_sync2;
    function automatic logic [ADDR_WIDTH:0] bin2gray(input logic [ADDR_WIDTH:0] bin);
        return bin ^ (bin >> 1);
    endfunction
    function automatic logic [ADDR_WIDTH:0] gray2bin(input logic [ADDR_WIDTH:0] gray);
        logic [ADDR_WIDTH:0] bin;
        bin[ADDR_WIDTH] = gray[ADDR_WIDTH];
        for (int i = ADDR_WIDTH-1; i >= 0; i--) begin
            bin[i] = bin[i+1] ^ gray[i];
        end
        return bin;
    endfunction
    always_ff @(posedge wr_clk or negedge wr_rst_n) begin
        if (!wr_rst_n) begin
            wr_ptr_bin  <= '0;
            wr_ptr_gray <= '0;
        end else if (wr_en && !full) begin
            wr_ptr_bin  <= wr_ptr_bin + 1'b1;
            wr_ptr_gray <= bin2gray(wr_ptr_bin + 1'b1);
        end
    end
    always_ff @(posedge wr_clk) begin
        if (wr_en && !full) begin
            mem[wr_ptr_bin[ADDR_WIDTH-1:0]] <= wr_data;
        end
    end
    always_ff @(posedge wr_clk or negedge wr_rst_n) begin
        if (!wr_rst_n) begin
            rd_ptr_gray_sync1 <= '0;
            rd_ptr_gray_sync2 <= '0;
        end else begin
            rd_ptr_gray_sync1 <= rd_ptr_gray;
            rd_ptr_gray_sync2 <= rd_ptr_gray_sync1;
        end
    end
    assign full = (wr_ptr_gray == {~rd_ptr_gray_sync2[ADDR_WIDTH:ADDR_WIDTH-1], 
                                    rd_ptr_gray_sync2[ADDR_WIDTH-2:0]});
    always_ff @(posedge rd_clk or negedge rd_rst_n) begin
        if (!rd_rst_n) begin
            rd_ptr_bin  <= '0;
            rd_ptr_gray <= '0;
        end else if (rd_en && !empty) begin
            rd_ptr_bin  <= rd_ptr_bin + 1'b1;
            rd_ptr_gray <= bin2gray(rd_ptr_bin + 1'b1);
        end
    end
    assign rd_data = mem[rd_ptr_bin[ADDR_WIDTH-1:0]];
    always_ff @(posedge rd_clk or negedge rd_rst_n) begin
        if (!rd_rst_n) begin
            wr_ptr_gray_sync1 <= '0;
            wr_ptr_gray_sync2 <= '0;
        end else begin
            wr_ptr_gray_sync1 <= wr_ptr_gray;
            wr_ptr_gray_sync2 <= wr_ptr_gray_sync1;
        end
    end
    assign empty = (rd_ptr_gray == wr_ptr_gray_sync2);
endmodule : async_fifo
</file>
<file path="flow/config.mk">
export PLATFORM = sky130hd
export DESIGN_NAME = async_fifo
export DESIGN_NICKNAME = async_fifo
export VERILOG_FILES = /design/flow/design.v
export SDC_FILE = /design/flow/constraint.sdc
export NUM_CORES = 4
export LEC_CHECK = 1
export CORE_UTILIZATION = 50
export SYNTH_HDL_FRONTEND = slang
</file>
==> reports/summary.json <==
{
  "run_status": {
    "result_of_the_run": "completed"
  },
  "grt": {
    "grt_antenna_before_repair": 0,
    "groute.usage.overall_pct": 23.6,
    "grt_max_degree": 29,
    "globalRoute.totalOverflow": 0,
    "grt_pass1_wl_um": 20600,
    "first_global_vias": 3569
  },
  "floorplanning": {
    "floorplan.io_pins": 24,
    "fp_util_pct": 51.9,
    "die_height_um": 117,
    "die-width_um": 117,
    "die_area_um2": 13700,
    "core_area_um2": 12700,
    "placement_rows": 41
  },
  "placement": {
    "gp_routability_congestion": 0.907,
    "port-buffer-count": 22,
    "place.detailed.hpwl_um": 8270
  },
  "layout": {
    "flow.area_growth_from_synthesis_pct": 19.4,
    "mostFrequentLayoutCells": "sky130_fd_sc_hd__edfxtp_1, sky130_fd_sc_hd__dfrtp_1, sky130_fd_sc_hd__mux2i_1, sky130_fd_sc_hd__nand2_1",
    "number_of_filler_instances_in_the_final_layout": 933,
    "final_layout_top_logic_cell": "sky130_fd_sc_hd__edfxtp_1",
    "layout-drive-gt1-share_pct": 19.3
  },
  "job": {
    "tool_warnings": 29,
    "max_cap_violations": 0
  },
  "synthesis": {
    "synth_async_sr_flop_share_pct": 22.9,
    "edf_count": 128,
    "synth_compound_gate_area_share_pct": 5.20,
    "ys_cells": 384,
    "synth-xor-area-share_pct": 3.98,
    "synth_flop_count": 166,
    "synth-area-yosys_um2": 6600,
    "muxShareOfSynthArea_pct": 11.0,
    "ys_types": 32,
    "post_synth_fa_ha_maj_area_fraction_pct": 0.948,
    "synthTopLogicFamily": "multiplexers",
    "post_synthesis_cell_count": 384,
    "synth.cell_area_um2": 6600,
    "yosys.area_share.simple_pct": 4.23,
    "yosys_warnings": 0,
    "synthFlopType": "sky130_fd_sc_hd__edfxtp_1",
    "ys_seq_share_pct": 72.7,
    "avgSynthCellArea_um2": 17.2
  },
  "route": {
    "via_count": 3461,
    "detail_route.wirelength_um": 13300,
    "avgRoutedWirePerCell_um": 21.6,
    "detail_route.drc_violations": 0,
    "route.detailed.vias_per_inst": 5.61,
    "drtIter0Drc": 226,
    "detail_route.first_pass.iterations": 6,
    "insertedDiodeCount": 0,
    "ant_nets": 0
  },
  "clock_tree": {
    "cts_tree": "built",
    "clkTransAtPathRegs_ns": 0.06,
    "number_of_buffers_added_for_setup_after_cts": 0,
    "cts_sink_cnt": 166,
    "cts_hold_repair.buffers": 0
  },
  "sta": {
    "final_hold_viol_count": 0,
    "final-max-slew-violation-count": 0,
    "setup_violations": 0,
    "grt_setup_unrepaired": "no",
    "total_negative_slack_for_setup_checks_ns": 0,
    "fin_skew_ns": 0.00816,
    "slew-limit-headroom_pct": 54.9,
    "max_slew.worst_pin.slew_ns": 0.676
  },
  "power": {
    "finalPower_mw": 8.34,
    "peakVddDrop_mv": 0.708,
    "static_leakage_nw": 2.87,
    "powerDensity_nw_per_um2": 1060
  },
  "worst_hold_path": {
    "hp-class": "reg2reg",
    "hp-start": "rd_ptr_gray[3]"
  },
  "worst_setup_path": {
    "worst-endpoint-required_ns": 2.40,
    "crit_path_start_kind": "flip-flop",
    "arrival_ns": 2.23,
    "worst_path_largest_cell_delay_ns": 0.40,
    "criticalPathCategory": "reg2out",
    "crit_fanout": 28,
    "critical_path.reg2reg.startpoint": "wr_ptr_gray[2]",
    "timing.critical_path.cells": "buf_12, mux2i_1, a221oi_1, buf_4, o21ai_0, nand2_1, clkdlybuf4s50_1",
    "critical-path-top-delay-family": "buffers and inverters",
    "critical_path.startpoint": "rd_ptr_bin[0]",
    "cp_num_buf_inv": 3,
    "cpMaxStageDelayCell": "sky130_fd_sc_hd__dfrtp_2",
    "crit_path_end_kind": "primary output"
  }
}
-- final timing paths --
kind	slack, ns	endpoint	cells after the start
min reg2reg	0.26	rd_ptr_gray_sync1[3]	0
max	0.17	rd_data[5]	7
min in group clk0	0.35	wr_ptr_gray_sync2[0]	0
max in group clk1	0.92	mem[4][1]	6
max reg2reg	0.92	mem[4][1]	6
min	0.26	rd_ptr_gray_sync1[3]	0
min in group asynchronous	0.51	wr_ptr_bin[0]	2
max in group asynchronous	2.08	rd_ptr_bin[0]	2
-- metal layers --
layer | share of wire [%] | vias to the layer above | global-route usage [%]
met3 | 9.9 | 18 | 11.6
met5 | 0.35 | - | 2.96
li1 | - | 1591 | -
met2 | 46 | 143 | 33.0
met4 | 1.5 | 2 | 3.12
met1 | 42 | 1707 | 38.3
-- registers in the layout, indices dropped and copies added, names as in the netlist --
name and count:
mem 128, rd_ptr_bin 5, rd_ptr_gray 4, rd_ptr_gray_sync1 5
rd_ptr_gray_sync2 5, wr_ptr_bin 5, wr_ptr_gray 4, wr_ptr_gray_sync1 5
wr_ptr_gray_sync2 5
-- cells by family (layout without fill, tap and decap cells) --
family          after synthesis  in the layout
compound gates               45             45
fa+ha+maj                     5              5
xor+xnor                     30             30
simple gates                 59             59
mux                          52             52
buf+inv                      27             88
flops                       166            166
-- through the flow --
| step | utilization, % | area [um^2] | setup WS, ns | hold WS (ns) | std cells |
|---|---|---|---|---|---|
| after floorplan | - | 6600 | 0.647 | 0.304 | 384 |
| after CTS | 61.8 | 7870 | 0.0709 | 0.245 | 617 |
| after global placement | 56.3 | 7160 | 0.314 | 0.333 | 581 |
| final | 61.9 | 7880 | 0.167 | 0.255 | 617 |
| after detailed placement | 56.3 | 7160 | 0.276 | 0.335 | 581 |
| after global routing | 61.9 | 7880 | 0.0624 | 0.273 | 617 |
-- synthesized netlist by cell type, types with 2 or more instances --
| library cell | n | area share [%] |
|---|---|---|
| sky130_fd_sc_hd__nor4b_1 | 3 | 0.40 |
| sky130_fd_sc_hd__and3_1 | 4 | 0.38 |
| sky130_fd_sc_hd__a22oi_1 | 9 | 1.0 |
| sky130_fd_sc_hd__mux4_2 | 16 | 5.5 |
| sky130_fd_sc_hd__nand2b_1 | 2 | 0.19 |
| sky130_fd_sc_hd__buf_6 | 2 | 0.34 |
| sky130_fd_sc_hd__mux2i_1 | 34 | 5.2 |
| sky130_fd_sc_hd__clkbuf_1 | 8 | 0.46 |
| sky130_fd_sc_hd__nand2_1 | 27 | 1.5 |
| sky130_fd_sc_hd__nand3_1 | 4 | 0.30 |
| sky130_fd_sc_hd__nor4_1 | 4 | 0.38 |
| sky130_fd_sc_hd__xnor2_1 | 16 | 2.1 |
| sky130_fd_sc_hd__buf_2 | 8 | 0.61 |
| sky130_fd_sc_hd__buf_4 | 2 | 0.23 |
| sky130_fd_sc_hd__dfrtp_1 | 38 | 14 |
| sky130_fd_sc_hd__xor2_1 | 14 | 1.9 |
| sky130_fd_sc_hd__ha_1 | 5 | 0.95 |
| sky130_fd_sc_hd__nor3_1 | 6 | 0.46 |
| sky130_fd_sc_hd__inv_1 | 5 | 0.28 |
| sky130_fd_sc_hd__nor2_1 | 7 | 0.40 |
| sky130_fd_sc_hd__a221oi_1 | 16 | 2.1 |
| sky130_fd_sc_hd__mux2_2 | 2 | 0.34 |
| sky130_fd_sc_hd__o21ai_0 | 16 | 1.2 |
| sky130_fd_sc_hd__edfxtp_1 | 128 | 58 |
-- where the power goes --
part	internal [mW]	switching [mW]	total, mW
Clock	1.57	0.891	2.46
Sequential	2.93	0.303	3.23
Combinational	1.26	1.39	2.65
Total	5.76	2.58	8.34
-- cell type report --
class                           instances  area, um^2  area share (%)
Inverter                                6        22.5           0.286
Timing Repair Buffer                   46         425            5.40
Sequential cell                       166        4800            60.9
Multi-Input combinational cell        191        1720            21.9
Clock inverter                         13         186            2.37
Clock buffer                           23         512            6.50
Tap cell                              172         215            2.73
-- repair_timing --
item | in CTS | in global routing
gates cloned | 0 | 0
setup endpoints to repair | 1 | 4
resized | 1 | 3
-- worst reg2reg max path: stages (launching register included) --
cell                      delay, ns
sky130_fd_sc_hd__dfrtp_1       0.44
sky130_fd_sc_hd__xnor2_1       0.17
sky130_fd_sc_hd__nand2_1       0.15
sky130_fd_sc_hd__o41ai_4       0.41
sky130_fd_sc_hd__buf_4         0.34
sky130_fd_sc_hd__nor3_1        0.10
sky130_fd_sc_hd__buf_4         0.23
Power figures rest on the tool's default switching activity, not on a simulated workload.
